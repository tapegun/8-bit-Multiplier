==> design/flow/design.v <==
module full_adder(
	input logic A, B, Cin,
	output logic S, C
);
	assign S = A^B^Cin;						 
	assign C = (A&B)|(A&Cin)|(B&Cin);	 
endmodule 
module multiplier(
	input logic sub_add,
	input logic [7:0] A,
	input logic [7:0] S,
	output logic [8:0] Aout,
	output logic x
);
logic c0,c1,c2,c3,c4,c5,c6,c7;
logic [7:0] Breal;
logic A9, BB9;
assign Breal = (S ^ {8{sub_add}});
assign A9 = A[7]; assign BB9 = Breal[7];
logic tmp;
full_adder FA0(.A(A[0]), .B(Breal[0]), .Cin(sub_add), .S(Aout[0]),.C(c0));
full_adder FA1(.A(A[1]), .B(Breal[1]), .Cin(c0), .S(Aout[1]), .C(c1));
full_adder FA2(.A(A[2]), .B(Breal[2]), .Cin(c1), .S(Aout[2]), .C(c2));
full_adder FA3(.A(A[3]), .B(Breal[3]), .Cin(c2), .S(Aout[3]), .C(c3));
full_adder FA4(.A(A[4]), .B(Breal[4]), .Cin(c3), .S(Aout[4]), .C(c4));
full_adder FA5(.A(A[5]), .B(Breal[5]), .Cin(c4), .S(Aout[5]), .C(c5));
full_adder FA6(.A(A[6]), .B(Breal[6]), .Cin(c5), .S(Aout[6]), .C(c6));
full_adder FA7(.A(A[7]), .B(Breal[7]), .Cin(c6), .S(Aout[7]), .C(c7));
full_adder FA8(.A(A9), .B(BB9), .Cin(c7), .S(Aout[8]), .C()); 
endmodule
==> design/flow/run.sh <==
#!/bin/bash
# OpenROAD 26Q1-2900-gdf79404cd8, Yosys 0.63+post, stock flow scripts
make -C /OpenROAD-flow-scripts/flow DESIGN_CONFIG=/design/flow/config.mk WORK_HOME=/design/flow/orfs finish
==> design/flow/config.mk <==
export PLATFORM = sky130hd
export DESIGN_NAME = multiplier
export DESIGN_NICKNAME = multiplier
export VERILOG_FILES = /design/flow/design.v
export SDC_FILE = /design/flow/constraint.sdc
export NUM_CORES = 4
export LEC_CHECK = 1
export CORE_AREA = 10 10 70 70
export DIE_AREA = 0 0 80 80
==> design/flow/constraint.sdc <==
current_design multiplier

set clk_period 3.6
set clk_io_pct 0.2

create_clock -name clk0 -period $clk_period

set non_clock_inputs [all_inputs -no_clocks]
set_input_delay [expr $clk_period * $clk_io_pct] -clock clk0 $non_clock_inputs
set_output_delay [expr $clk_period * $clk_io_pct] -clock clk0 [all_outputs]
==> ci_impl_report.md <==
## Implementation flow summary

| Metric | Value |
|---|---|
| Reg area | 0 um2 |
| Antenna Nets Post-Route | 0 |
| Tool Warnings | 37 |
| Final setup viols | 4 |
| Startpoint class of the critical path | input port |
| First-pass GRT wire length | 1480 um |
| All-Layer GR Usage | 2.77% |
| Final Cycle Share | 122% |
| Max-slew violation count | 0 |
| Fin worst setup slack | -0.805 ns |
| Chip area line of the yosys report | 389 um2 |
| Non-Filler Instances | 109 |
| CLK BUF | 0 |
| First-pass iteration count of the detailed router | 2 |
| Largest delay share family, worst path | adder cells |
| Final hold violation count | 0 |
| Yosys top cell area share | 41.2% |
| CP most frequent cell | fa_2 |
| Seq cells | 0 |
| Worst Path Max Fanout | 2 |
| Register share after synthesis | 0% |
| Top cells by count | inv_1, buf_4, fa_1 |
| Final setup TNS | -2.11 ns |
| Crit-path cells | buf_6 > mux2_4 > fa_2 > inv_2 > fa_2 > fa_2 > fa_2 > fa_2 > fa_2 > fa_1 > inv_1 > buf_2 |
| Initial antenna violation count | 0 |
| Violated checks | negative setup slack |
| Worst hold path class | in2out |
| Lkg Pwr | 0.311 nW |
| Initial drt markers | 2 |
| Port-buffer cells | 26 |
| Synth top cell by count | inv_1 |
| CP peak stage delay | 0.49 ns |
| Critical path class | in2out |
| Max Fclk | 0.227 GHz |
| Pre-Place Util | 11.4% |
| Routability cong. | 0.773 |
| Core area | 3420 um2 |
| Share of layout cells above drive strength 1 | 41.3% |
| Syn_area_per_cell | 9.05 um2 |
| Wire per inst | 8.18 um |
| # DRC | 0 |
| Cells after DPL | 107 |
| Via density | 2.60 |
| Worst vdd ir | 0.0813 mV |
| Overflow after GRT | 0 |
| Diodes inserted | 0 |
| CP Buf/Inv Count | 4 |
| Detail Placement HPWL | 830 um |
| Max-capacitance violation count | 0 |
| Die Area | 6400 um2 |
| Cts hold-fix bufs | 0 |
| Post-synth top area cell | fa_1 |
| Die X | 80 um |
| Area Growth Syn to Fin | 75.2% |
| Worst endpoint required time | 2.88 ns |
| Final wirelength | 892 um |
| Placement Cell Area | 666 um2 |
| Ports | 27 |
| RSZ-0062 raised after global routing | yes |
| Yosys stat cell total | 43 |
| Placement row count | 21 |
| Overall power | 0.117 mW |
| PD cells | 171 nW/um2 |
| Setup crit end kind | primary output |
| Slowest CP cell | fa_1 |
| Largest net degree at the start of global routing | 5 |
| Vias | 283 |
| Unique masters post-synth | 8 |
| Fin area | 682 um2 |
| Synth Instances | 43 |
| Arrival time of the worst setup path | 3.69 ns |
| Vias in the first global route | 357 |
| Yosys warning count | 1 |
| Period minus WS final | 4.41 ns |
| Status | finished with violations |
| Post-synthesis cell area | 389 um2 |
| Top cells by area | fa_1, buf_4, xnor2_1 |
| Die height | 80 um |
[area by class of cell]
cell class / count / area, um2
well taps: 46 / 57.6
inverters: 13 / 48.8
multi-input cells: 19 / 290
fillers: 382 / 2730
repair buffers: 31 / 285
[tightest hold or removal path: cells and delay by family]
family    cells  cell delay [ns]
xor+xnor      1             0.06
buf+inv       2             0.50
[routing by layer]
| metal | share of wire [%] | wire length (um) | global-route usage (%) | vias to the layer above |
|---|---|---|---|---|
| li1 | - | - | - | 141 |
| met1 | 49 | 434 | 3.72 | 122 |
| met2 | 35 | 314 | 4.25 | 20 |
| met3 | 16 | 143 | 1.25 | 0 |
| met4 | 0 | 0 | 0 | 0 |
| met5 | 0 | 0 | 0 | - |
[kinds of logic after synthesis]
kind of cell / share of synthesized area, %
xor+xnor: 20.3
buf+inv: 34.7
fa+ha+maj: 41.2
mux: 2.89
other cells: 0.964
[report_power, final]
group          internal, mW  switching, mW
Clock                     0              0
Combinational        0.0771         0.0398
Sequential                0              0
Total                0.0771         0.0398
[cell usage in the layout, fill, tap and decap left out]
cell type / synthesis / routed
conb_1: 1 / 1
fa_1: 8 / 1
inv_2: 0 / 3
fa_2: 0 / 7
buf_6: 1 / 5
buf_4: 10 / 4
xor2_2: 0 / 1
buf_2: 0 / 4
dlygate4sd2_1: 0 / 3
dlymetal6s2s_1: 0 / 1
xor2_1: 3 / 2
xnor2_1: 6 / 5
mux2_4: 0 / 1
xnor2_2: 0 / 1
clkdlybuf4s50_1: 0 / 14
inv_1: 13 / 10
[per-stage QoR]
stage / util, % / worst slack (ns) / hold WS (ns)
floorplan: - / -0.754 / 1.59
global placement: 19.5 / -1.68 / 2.40
detailed placement: 19.5 / -1.66 / 2.40
CTS: 19.5 / -1.05 / 2.01
global route: 20.0 / -0.925 / 2.03
finish: 20.0 / -0.805 / 2.00
[final timing paths]
check  endpoint  slack (ns)  cells past startpoint  start
max     Aout[7]       -0.81                     12   S[0]
min     Aout[0]        2.00                      3   A[0]
[repair_timing]
action,in CTS,in global routing
endpoints found under the setup margin,7,5
buffers inserted,1,2
pin swaps,8,8
gates resized,41,5
Power and IR drop assume default switching activity.
