`/design/flow/design.v`:
```
module reg_8 (input  logic Clk, Reset, Shift_In, Load, Shift_En,
              input  logic [7:0]  D,
              output logic Shift_Out,
              output logic [7:0]  Data_Out);
    always_ff @ (posedge Clk)
    begin
	 	 if (Reset)  
			  Data_Out <= 8'h0;  
		 else if (Load)
			  Data_Out <= D;
		 else if (Shift_En)
		 begin
			  Data_Out <= { Shift_In, Data_Out[7:1] };  
	    end
    end
    assign Shift_Out = Data_Out[0];
endmodule
module register_unit (input  logic Clk, Reset, x, Ld_XA, Ld_B, 
                            Shift_En,
                      input  logic [7:0]  D, 
					  input  logic [7:0]  Adat,
                      output logic [7:0]  A,
                      output logic [7:0]  B,
							 output logic M);
	 logic x_;
	 logic tmp_A_to_B;
	 assign M = B[0];
    reg_8  reg_A (.*, .Reset(Reset), .D(Adat),.Shift_In(x_), .Load(Ld_XA),
		.Shift_Out(tmp_A_to_B), .Data_Out(A));
    reg_8  reg_B (.*, .Reset(0), .Shift_In(tmp_A_to_B), .Load(Ld_B), .Shift_Out(), .Data_Out(B));
	  always_ff @ (posedge Clk)
		 begin
			 if (Reset)  
				  x_ <= 1'b0;  
			 else if (Ld_XA)
				  x_ <= x;
			 else if (Shift_En)	
				  x_ <= x_;
		end	
endmodule
```
`/design/flow/run.sh`:
```
#!/bin/bash
# OpenROAD 26Q1-2900-gdf79404cd8, Yosys 0.63+post, stock flow scripts
make -C /OpenROAD-flow-scripts/flow DESIGN_CONFIG=/design/flow/config.mk WORK_HOME=/design/flow/orfs finish
```
`/design/flow/config.mk`:
```
export PLATFORM = sky130hd
export DESIGN_NAME = register_unit
export DESIGN_NICKNAME = register_unit
export VERILOG_FILES = /design/flow/design.v
export SDC_FILE = /design/flow/constraint.sdc
export NUM_CORES = 4
export LEC_CHECK = 1
export CORE_AREA = 10 10 85 85
export DIE_AREA = 0 0 95 95
```
`/design/flow/constraint.sdc`:
```
current_design register_unit

set clk_period 1.3
set clk_io_pct 0.2

create_clock -name clk0 -period $clk_period [get_ports {Clk}]

set non_clock_inputs [all_inputs -no_clocks]
set_input_delay [expr $clk_period * $clk_io_pct] -clock clk0 $non_clock_inputs
set_output_delay [expr $clk_period * $clk_io_pct] -clock clk0 [all_outputs]
```
==> qor.yml <==
status: "completed"
pwr-share-comb_pct: 19.9
maxSlewHeadroom_pct: 78.3
post-route-period-util_pct: 96.2
fillers: 589
port_buffers: 38
worstHoldPathType: "reg -> reg"
ir_drop_uv: 501
grt_overflow: 0
yosysWarnings: 3
ys_cells: 59
regArea_um2: 430
cts_root_buf: "clkbuf_8"
layout-drive-gt1-share_pct: 29.2
ys_sh_adder_pct: 0
drtIter0Drc: 10
cp_num_buf_inv: 2
warnings: 25
n_antenna_cell: 0
power.share.switching_pct: 20.0
dieArea_mm2: 0.00903
io_pins: 39
setup_violations: 0
fmax_mhz: 800
p_clk_share_pct: 29.8
path_cells: "clkdlybuf4s50_1 > buf_4 > or2_2"
final_cell_mix: "clkdlybuf4s50_1, dlygate4sd2_1, buf_4"
grt_pass1_wl_um: 3170
power-per-cell-area_mw_per_mm2: 956
ys_types: 13
syn_area_per_cell_um2: 13.0
cp-end-kind: "flop"
mux_area_share_pct: 23.6
grt_max_degree: 10
slew_viol_final: 0
core_mm2: 0.00547
grt_pass1_vias: 629
worstPathRequired_ps: 1280
logic_area_um2: 300
wire_per_inst_um: 10.8
ys_sh_aoi_pct: 7.86
synthCells: 59
cts_hold_buf: 0
worst_pin_slew_ps: 325
drc_errors: 0
crit_start: "Ld_B"
rsz0062_at_grt: "false"
critical-path-top-delay-family: "buffers and inverters"
synth.logic.top_family: "multiplexers"
seqPwrFrac_pct: 50.3
detail_route.wirelength_um: 1920
ant_nets: 0
synthXorXnorAreaFrac_pct: 0
finalHoldViolCount: 0
cp_slowest_cell: "clkdlybuf4s50_1"
globalplace.congestion: 0.764
finClkSkew_ps: 8.74
ys_ff: 17
dp_hpwl_um: 1580
clockBufferDepth: 2
track_usage_pct: 4.31
path_max_fanout: 9
crit_type: "in -> reg"
cts_buffers: 3
viasPerCell: 3.33
power_leakage_nw: 0.547
yosysSeqAreaShare_pct: 55.0
vias: 593
period_needed_ps: 1250
p_switching_mw: 0.253
start_kind: "primary input"
synthesis.area_um2: 764
layout.cells.non_filler: 178
rows: 27
clk_pin_slew_ps: 70
synth-simple-area-share_pct: 7.86
drv_cap: 0
htreeDepth: 1
reg2reg_from: "reg_A.Data_Out[0]$_SDFFE_PP0P_"
mostFrequentLayoutCell: "clkdlybuf4s50_1"
fp_util_pct: 14.0
cp.arrival_ps: 1230
die_x_um: 95
cts_tree: "built"
placedCellCount: 166
intPower_mw: 1.01
ys_chip_area_um2: 764
clock-sinks: 17
dr.pass1.iters: 4
area_growth_pct: 73.2
hold_start: "x_$_SDFFE_PP0P_"
antenna_found_initial: 0
slowest_delay_ps: 400
clock_latency_ps: 250
die_h_um: 95
post-route-util_pct: 24.2
-- final timing paths --
check                                                    to  slack, ps  depth (start not counted)
worst max-delay path            reg_B.Data_Out[0]$_DFFE_PP_         50                          3
worst min-delay path                        x_$_SDFFE_PP0P_        520                          2
worst max register to register  reg_B.Data_Out[7]$_DFFE_PP_        350                          2
worst min register to register              x_$_SDFFE_PP0P_        520                          2
-- what timing repair did --
item,CTS,global route
endpoints found under the hold margin,0,0
setup buffers,8,0
resized,25,0
setup endpoints to repair,17,0
-- metal layers --
metal  global-route usage, %  up-vias  part of all wire (%)
li1                        -      308                     -
met1                    5.67      250                    48
met2                    6.35       35                    37
met3                    2.56        0                    15
met4                   0.125        0                     0
met5                       0        -                     0
-- kinds of logic after synthesis --
family | Yosys count
AOI/OAI and AO/OA | 8
and+or+nand+nor | 10
muxes | 17
DFF | 17
buffers and inverters | 7
-- registers in the layout, indices dropped and copies added, names as in the netlist --
register	flops
reg_A.Data_Out	8
reg_B.Data_Out	8
x_	1
-- metrics by stage --
stage	total power, mW	cell area, um2	TNS, ps	setup slack, ps	hold slack (ps)
floorplan	0.731	764	0	246	407
global placement	0.905	1230	-3580	-189	482
detailed placement	0.910	1230	-3600	-195	502
global route	1.34	1320	0	30.8	540
finish	1.27	1320	0	49.8	518
CTS	1.29	1320	0	52.9	521
-- synth_stat cells --
| library cell | count | area share (%) |
|---|---|---|
| buf_2 | 2 | 1.3 |
| nor2b_1 | 8 | 6.5 |
| buf_6 | 1 | 1.5 |
| nor2_1 | 1 | 0.49 |
| or2_2 | 1 | 0.82 |
| edfxtp_1 | 8 | 31 |
| buf_4 | 2 | 2.0 |
| a211oi_1 | 8 | 7.9 |
| mux2i_1 | 9 | 12 |
| buf_1 | 1 | 0.49 |
| inv_1 | 1 | 0.49 |
| mux2_2 | 8 | 12 |
| dfxtp_1 | 9 | 24 |
-- layout make-up --
| type | instances | share of cell area, % |
|---|---|---|
| Sequential cell | 17 | 32.5 |
| Clock buffer | 4 | 3.40 |
| Timing Repair Buffer | 49 | 34.3 |
| Multi-Input combinational cell | 35 | 22.7 |
| Tap cell | 72 | 6.81 |
| Inverter | 1 | 0.284 |
-- power groups by stage --
| stage | logic (mW) | clock network (mW) | registers, mW |
|---|---|---|---|
| 4_1_cts | 0.258 | 0.398 | 0.637 |
| 5_1_grt | 0.279 | 0.415 | 0.643 |
| 6_report | 0.251 | 0.377 | 0.637 |
-- worst reg2reg max path, stage by stage, from the launching register on --
cell	delay [ps]
dfxtp_2	320
buf_4	130
mux2_2	250
Power is estimated from default activity; no workload was simulated.
