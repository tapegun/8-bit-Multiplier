## /design/flow/design.v

```verilog
module fourbit_rp 
	(input logic [3:0] A,B,
	 input logic cin,
	 output logic [3:0] S,
	 output logic cout);
	 logic c0, c1, c2;
	 full_adder f1 (.A(A[0]), .B(B[0]), .Cin(cin), .S(S[0]), .C(c0));		 
	 full_adder f2 (.A(A[1]), .B(B[1]), .Cin(c0), .S(S[1]), .C(c1));
	 full_adder f3 (.A(A[2]), .B(B[2]), .Cin(c1), .S(S[2]), .C(c2));
	 full_adder f4 (.A(A[3]), .B(B[3]), .Cin(c2), .S(S[3]), .C(cout));
endmodule 
module full_adder(
	input logic A, B, Cin,
	output logic S, C
);
	assign S = A^B^Cin;						 
	assign C = (A&B)|(A&Cin)|(B&Cin);	 
endmodule 
module ripple_adder
(
	input logic  [7:0] A, B,
	input logic        cin,
	output logic [7:0] S,
	output logic       cout,
	output logic x
);
	  logic c0, c1, c2;
	  fourbit_rp rp1 (.A(A[3:0]), .B(B[3:0]), .cin(cin), .S(S[3:0]), .cout(C0));     
	  fourbit_rp rp2 (.A(A[7:4]), .B(B[7:4]), .cin(c0), .S(S[7:4]), .cout(C1));
	  full_adder fa1 (.A(A[7]), .B(B[7]), .Cin(c1), .S(x), .C(cout));
endmodule
```

## /design/flow/run.sh

```bash
#!/bin/bash
# OpenROAD 26Q1-2900-gdf79404cd8, Yosys 0.63+post, stock flow scripts
make -C /OpenROAD-flow-scripts/flow DESIGN_CONFIG=/design/flow/config.mk WORK_HOME=/design/flow/orfs finish
```

## /design/flow/config.mk

```make
export PLATFORM = sky130hd
export DESIGN_NAME = ripple_adder
export DESIGN_NICKNAME = ripple_adder
export VERILOG_FILES = /design/flow/design.v
export SDC_FILE = /design/flow/constraint.sdc
export NUM_CORES = 4
export LEC_CHECK = 1
export CORE_AREA = 10 10 70 70
export DIE_AREA = 0 0 80 80
```

## /design/flow/constraint.sdc

```tcl
current_design ripple_adder

set clk_period 2.7
set clk_io_pct 0.2

create_clock -name clk0 -period $clk_period

set non_clock_inputs [all_inputs -no_clocks]
set_input_delay [expr $clk_period * $clk_io_pct] -clock clk0 $non_clock_inputs
set_output_delay [expr $clk_period * $clk_io_pct] -clock clk0 [all_outputs]
```

==> run notes <==
run metrics: Sw Ratio=28.46%, Flop pwr share=0%, Top area cell types=fa_1 (41%), buf_4 (28%), xor3_1 (9.8%), Final Wtd Congestion=0.7625, Syn-to-layout area delta=98.45%, Comb power frac=100.0%, Post-synth top cells=buf_4 (9), fa_1 (5), inv_1 (5), Psw=21.64 uW, total iterations of the first detailed-routing run=1, Max-cap violations=0, count leader, synth=buf_4, Yosys top cell by area=fa_1, synthesized area=241.5 um2, post-CTS setup buffers=0, FF+latch area=0 um2, CP Launch Type=input port, Seq cells=0, cell count in the Yosys report=24, syn avg cell area=10.06 um2, Ports=27, FP Util=7.070%, Tmin final=2.643 ns, Rows=21, clkbuf count=0, Worst Hold Class=input port to primary output, worst vdd ir=0.04480 mV, sequential fraction of the synthesis area=0%, static leakage=0.2002 nW, die height=80 um, Yosys Warn Count=4, vias in the first global route=244, Die Size=6400 um2, # diodes=0, Util after Layout=14.03%, status=finished clean, worst-path maximum fanout=1, Via Count=193, Internal=54.39 uW, worst path required time=2.16 ns, Clk pwr share=0%, WS Path Type=input port to primary output, Synth Instances=24, die width=80 um, GRT Util Overall=2.094%, Area leader share=41.45%, final cycle utilization of the critical path=97.89%, share of post-route cells with drive strength above 1=29.27%, max frequency=0.3783 GHz, endpoints failing setup=0, tool warnings=32, IO Port Bufs=25, CP Capture Type=primary output, post-DP HPWL=700.2 um, GR Overflow Total=0, Post-CTS Hold Buffers=0, Arr. time, crit path=2.10 ns, wirelength, routed=713 um, first-pass GRT wire length=1.062 mm, Post-route DRC=0, antenna violations before repair=0, Pwr Density=158.7 nW/um2, Antenna Nets Post-Route=0, Chip Area, Yosys=241.5 um2, Final Hold Viols=0, Slew Limit Fails=0, pin count of the biggest net entering global routing=2, RSZ-0062 raised after global routing=no, via/cell ratio=2.218, Core Area=3416 um2, placed cells=87, Yosys cell types=8, WL/cell=8.195 um, fin cells=87, hold path depth=4, 1st-iter DRT viols=0
[timing repair]
item,CTS,global route
resized,24,1
pin swaps,8,4
setup endpoints to repair,5,3
cloned,0,0
[stage by stage]
step           instance area [um2]  TNS (ns)  hold WS, ns  power [mW]  setup slack [ns]
2_1_floorplan                245.2         0        1.167     0.04471            0.1600
3_3_place_gp                 485.5    -1.888        2.074     0.08923           -0.6935
3_5_place_dp                 485.5    -1.856        2.091     0.08947           -0.6784
4_1_cts                      484.2         0        1.840     0.08109          0.004029
5_1_grt                      479.2         0        1.869     0.08696          0.002055
6_report                     479.2         0        1.821     0.07603           0.05689
[placed cells by master (no fill, tap or decap)]
cell / count
conb_1: 2
dlygate4sd2_1: 5
clkbuf_2: 1
xor3_1: 1
buf_2: 2
clkdlybuf4s50_1: 16
inv_1: 2
and2_4: 1
ha_1: 1
clkdlybuf4s15_1: 1
inv_2: 3
fa_2: 5
xor2_1: 1
[final timing paths]
check	from	end
setup / recovery	A[4]	S[6]
hold / removal	B[7]	S[7]
[kinds of logic after synthesis]
family	synth area share, %
adder cells (fa/ha/maj)	46.63
buffers and inverters	35.75
other	1.553
AND/OR/NAND/NOR	2.592
XOR/XNOR	13.47
[cell type report]
class                           count  area (um2)
Fill cell                         392        2937
Inverter                            5       18.77
Multi-Input combinational cell     11       173.9
Tap cell                           46       57.56
Timing Repair Buffer               25       229.0
[power groups by stage]
stage / combinational (mW) / sequential (mW) / clock (mW)
after global routing: 0.0870 / 0 / 0
after CTS: 0.0811 / 0 / 0
final: 0.0760 / 0 / 0
[routing by layer]
layer	share of wire, %	vias to the layer above	wire length, um	GRT usage (%)
met2	27	23	194	2.247
met4	0	0	0	0
met1	46	79	330	2.763
met3	27	0	189	2.386
li1	-	91	-	-
met5	0	-	0	0
[worst max-delay path, cell delays in order]
cell             delay, ns
clkdlybuf4s50_1       0.39
and2_4                0.14
fa_2                  0.33
fa_2                  0.52
clkdlybuf4s15_1       0.18
Power is estimated from default activity; no workload was simulated.
